`flow/run.sh`:
```
#!/bin/bash
# OpenROAD 26Q1-2900-gdf79404cd8, Yosys 0.63+post, stock flow scripts
make -C /OpenROAD-flow-scripts/flow DESIGN_CONFIG=/design/flow/config.mk WORK_HOME=/design/flow/orfs finish
```
`flow/config.mk`:
```
export PLATFORM = sky130hd
export DESIGN_NAME = cos_CORDIC
export DESIGN_NICKNAME = cos_CORDIC
export VERILOG_FILES = /design/flow/design.v
export SDC_FILE = /design/flow/constraint.sdc
export NUM_CORES = 4
export LEC_CHECK = 1
export CORE_UTILIZATION = 40
```
`flow/constraint.sdc`:
```
current_design cos_CORDIC

set clk_period 189.5
set clk_io_pct 0.2

create_clock -name clk0 -period $clk_period

set non_clock_inputs [all_inputs -no_clocks]
set_input_delay [expr $clk_period * $clk_io_pct] -clock clk0 $non_clock_inputs
set_output_delay [expr $clk_period * $clk_io_pct] -clock clk0 [all_outputs]
```
`flow/design.v`:
```
module cos_CORDIC(
  input clock,
  output [31:0] cosine,
  input [31:0] angle);
  wire signed [31:0] x [0:15];
  wire signed [31:0] y [0:15];
  wire [32:0] z [0:15];
  wire signed [15:0] atan_table [0:15];
  assign atan_table[00] = 'hc910;
  assign atan_table[01] = 'h76b2;
  assign atan_table[02] = 'h3eb7;
  assign atan_table[03] = 'h1fd6;
  assign atan_table[04] = 'h0ffb;
  assign atan_table[05] = 'h07ff;
  assign atan_table[06] = 'h0400;
  assign atan_table[07] = 'h0200;
  assign atan_table[08] = 'h0100;
  assign atan_table[09] = 'h0080;
  assign atan_table[10] = 'h0040;
  assign atan_table[11] = 'h0020;
  assign atan_table[12] = 'h0010;
  assign atan_table[13] = 'h0008;
  assign atan_table[14] = 'h0004;
  assign atan_table[15] = 'h0002;
  assign x[0] = 65536;
  assign y[0] = 0;
  assign z[0] = angle;
  genvar i;
  for (i=0; i < 15; i=i+1)
  begin: xyz
    wire z_sign;
    wire signed [31:0] x_shr, y_shr;
    assign x_shr = x[i] >>> i;
    assign y_shr = y[i] >>> i;
    assign z_sign = (z[i][32] || z[i] == 0);
    assign x[i+1] = z_sign ? x[i] + y_shr : x[i] - y_shr;
    assign y[i+1] = z_sign ? y[i] - x_shr : y[i] + x_shr;
    assign z[i+1] = z_sign ? z[i] + atan_table[i] : z[i] - atan_table[i];
  end
  assign cosine = x[15];
endmodule
```
==> run summary <==
run metrics: status finished, final reports clean, Worst-Margin Slew between 0.9 and 1 ns, dpl ws 29.47 ns, fmax 0.006223 GHz, yosys xor share 18.74%, aoi share between 30% and 40%, Main logic family AND-OR/OR-AND gates, Mean Syn Cell Area ~7.0 um^2, post-route setup TNS 0 ns, crit-path most repeated cell a21oi_1, global-route wire length before repair just over 300 mm, Adder Area Share a little over a fifth, most numerous logic cell after layout ha_1, post-synthesis simple-gate area fraction 20.42%, # Post-CTS Setup Buffers 0, die span in x roughly 400 um, Yosys chip area between 60,000 and 70,000 um^2, cts hold-fix bufs 0, tool warnings a little over 80, Init Core Util roughly 40%, Core Area about 160,000 um^2, drt drc 0, vias per inst around 5.7, hold path cells 16, Worst setup SP type input port, crit path time final about 160 ns, drt pass-1 iters 8, global placement routability congestion 0.9748, WL per Instance between 15 and 20 um, placed cells 10,958, dpl cell area around 66,000 um^2, part of the cycle the worst path needs between 80% and 90%, WHS Endpoint cosine[22], Final Non-Filler Cells 10,958, Flop area 0 um^2, vias in the first global route 58,151, area delta synth->final 4.644%, max-cap violations 0, Total GRT Usage between 20% and 30%, combinational gate area 59,340 um^2, Setup crit end kind output pin, IO Count roughly 65, final hold vios 0, Congestion Overflow GR 0, post-synthesis cell area between 60,000 and 70,000 um^2, dpl hpwl 165.1 mm, initial antenna violation count 0, Final Util between 40% and 50%, Clock buffer cells 0, CP max stage delay approximately 0.82 ns, Port Buffers between 60 and 70, Filler Cell Count about 16,000, Max transition margin between 30% and 40%, register area share after synthesis 0%, DR vias 62,626, DR iter-0 viols 3,484, DIE AREA between 150,000 and 200,000 um^2, Top cells excl fill/tap 1,048 x ha_1, 1,034 x a21oi_1, 879 x xnor2_1, 678 x inv_1, 596 x nor2_1, CP required 151.60 ns, worst hold path class input port to output pin, diodes inserted 0, warnings from Yosys 1, Crit Path Max Fanout approximately 46, number of gates resized after CTS 0, Design Area, Final between 60,000 and 70,000 um^2, row cnt about 150, Flops 0, WP data arrival ~120 ns, final-report setup violation count 0, crit path kind input port to output pin, cell count in the Yosys report between 9,000 and 10,000, crit path max-delay cell type ha_1, Multiplexer share 2.147%, fin. max-slew vios 0, ANT nets after route 0, share of layout cells above drive strength 1 3.022%, Worst Setup Slack, final 28.82 ns, Hold Startpoint angle[0], largest net degree at the start of global routing approximately 56, Die Y 398.7 um, cell count after synthesis around 9,000, RSZ-0062 raised after global routing false, Synth cell types about 120, WL final about 190 mm
## cells by family after synthesis
| group | after synthesis |
|---|---|
| AOI/OAI and AO/OA | 2994 |
| xor gates and xnor gates | 1338 |
| adders and majority gates | 1087 |
| buffers and inverters | 952 |
| muxes | 131 |
| and+or+nand+nor | 2500 |
## cell usage after synthesis (88+ instances only)
master | count | area, um^2
xor2_1 | 451 | 3950
inv_1 | 678 | 2545
o21bai_1 | 459 | 3446
o21ai_0 | 392 | 1962
clkbuf_1 | 209 | 784.5
xnor2_1 | 879 | 7699
a21oi_1 | 1035 | 5180
or3_1 | 139 | 869.6
nor4_1 | 102 | 638.1
ha_1 | 1048 | 13110
nand2b_1 | 92 | 575.6
and2_1 | 88 | 550.5
and3_1 | 96 | 600.6
nor2_1 | 596 | 2237
nor3_1 | 232 | 1161
mux2i_1 | 102 | 1021
a21o_1 | 338 | 2537
nand3_1 | 152 | 760.7
nand2_1 | 564 | 2117
## worst max-delay path: cells and delay by family
family | cells | cell delay (ns)
xor gates and xnor gates | 13 | 3.11
AOI/OAI and AO/OA | 161 | 33.70
adders and majority gates | 15 | 7.26
buffers and inverters | 31 | 9.92
muxes | 2 | 0.90
and+or+nand+nor | 108 | 29.69
## per-stage QoR
stage / hold slack [ns]
global route: 78.69
floorplan: 77.01
finish: 78.60
CTS: 78.59
global placement: 78.58
detailed placement: 78.58
## per-layer routing
layer | part of all wire (%) | GRT usage, %
met5 | 0 | 0
met4 | 2.2 | 4.851
met3 | 2.8 | 0.8590
met1 | 46 | 31.98
met2 | 48 | 42.45
## layout make-up
| cell class | instances | share of cell area [%] |
|---|---|---|
| well taps | 2058 | 3.910 |
| inverters | 693 | 3.950 |
| multi-input cells | 8050 | 90.11 |
| repair buffers | 157 | 2.033 |
## worst max-delay path by stage
| stage | startpoint | endpoint | slack (ns) | cells past startpoint |
|---|---|---|---|---|
| after CTS | angle[1] | cosine[31] | 29.09 | 330 |
| after global routing | angle[1] | cosine[31] | 22.60 | 332 |
| final | angle[1] | cosine[31] | 28.82 | 330 |
